--- /design/flow/design.v ---
module Gij(\Pi:k , \Gi:k , \Gk-1:j , \Gi:j );
  input \Pi:k , \Gi:k , \Gk-1:j ;
  output \Gi:j ;
  assign \Gi:j = \Gi:k | (\Pi:k  & \Gk-1:j );
endmodule
module PijGij(\Pi:k , \Pk-1:j , \Gi:k , \Gk-1:j , \Pi:j , \Gi:j );
  input \Pi:k , \Pk-1:j , \Gi:k , \Gk-1:j ;
  output \Pi:j , \Gi:j ;
  assign \Pi:j = \Pi:k & \Pk-1:j ;
  assign \Gi:j = \Gi:k | (\Pi:k  & \Gk-1:j );
endmodule
module Sum(\Gi-1:-1 , Ai, Bi, Si);
  input \Gi-1:-1 , Ai, Bi;
  output Si;
  assign Si = \Gi-1:-1 ^ Ai ^ Bi;
endmodule
module padder26(A, B, Cin, S, Cout);
  parameter N = 26;
  input [N-1:0] A, B;
  input Cin;
  output [N-1:0] S;
  output Cout;
  wire [N-2:-1] P, G;
  assign P = {A[N-2:0] | B[N-2:0], 1'b0};
  assign G = {A[N-2:0] & B[N-2:0], Cin};
  Sum s0(G[-1], A[0], B[0], S[0]);
  wire \G0:-1 ;
  Gij \0:-1 (P[0], G[0], G[-1], \G0:-1 );
  Sum s1(\G0:-1 , A[1], B[1], S[1]);
  wire \G1:-1 ;
  Gij \1:-1 (P[1], G[1], \G0:-1 , \G1:-1 );
  Sum s2(\G1:-1 , A[2], B[2], S[2]);
  wire \P2:1 , \G2:1 ;
  PijGij \2:1 (P[2], P[1], G[2], G[1], \P2:1 , \G2:1 );
  wire \G2:-1 ;
  Gij \2:-1 (\P2:1 , \G2:1 , \G0:-1 , \G2:-1 );
  Sum s3(\G2:-1 , A[3], B[3], S[3]);
  wire \G3:-1 ;
  Gij \3:-1 (P[3], G[3], \G2:-1 , \G3:-1 );
  Sum s4(\G3:-1 , A[4], B[4], S[4]);
  wire \P4:3 , \G4:3 ;
  PijGij \4:3 (P[4], P[3], G[4], G[3], \P4:3 , \G4:3 );
  wire \G4:-1 ;
  Gij \4:-1 (\P4:3 , \G4:3 , \G2:-1 , \G4:-1 );
  Sum s5(\G4:-1 , A[5], B[5], S[5]);
  wire \P5:3 , \G5:3 ;
  PijGij \5:3 (P[5], \P4:3 , G[5], \G4:3 , \P5:3 , \G5:3 );
  wire \G5:-1 ;
  Gij \5:-1 (\P5:3 , \G5:3 , \G2:-1 , \G5:-1 );
  Sum s6(\G5:-1 , A[6], B[6], S[6]);
  wire \P6:5 , \G6:5 ;
  PijGij \6:5 (P[6], P[5], G[6], G[5], \P6:5 , \G6:5 );
  wire \P6:3 , \G6:3 ;
  PijGij \6:3 (\P6:5 , \P4:3 , \G6:5 , \G4:3 , \P6:3 , \G6:3 );
  wire \G6:-1 ;
  Gij \6:-1 (\P6:3 , \G6:3 , \G2:-1 , \G6:-1 );
  Sum s7(\G6:-1 , A[7], B[7], S[7]);
  wire \G7:-1 ;
  Gij \7:-1 (P[7], G[7], \G6:-1 , \G7:-1 );
  Sum s8(\G7:-1 , A[8], B[8], S[8]);
  wire \P8:7 , \G8:7 ;
  PijGij \8:7 (P[8], P[7], G[8], G[7], \P8:7 , \G8:7 );
  wire \G8:-1 ;
  Gij \8:-1 (\P8:7 , \G8:7 , \G6:-1 , \G8:-1 );
  Sum s9(\G8:-1 , A[9], B[9], S[9]);
  wire \P9:7 , \G9:7 ;
  PijGij \9:7 (P[9], \P8:7 , G[9], \G8:7 , \P9:7 , \G9:7 );
  wire \G9:-1 ;
  Gij \9:-1 (\P9:7 , \G9:7 , \G6:-1 , \G9:-1 );
  Sum s10(\G9:-1 , A[10], B[10], S[10]);
  wire \P10:9 , \G10:9 ;
  PijGij \10:9 (P[10], P[9], G[10], G[9], \P10:9 , \G10:9 );
  wire \P10:7 , \G10:7 ;
  PijGij \10:7 (\P10:9 , \P8:7 , \G10:9 , \G8:7 , \P10:7 , \G10:7 );
  wire \G10:-1 ;
  Gij \10:-1 (\P10:7 , \G10:7 , \G6:-1 , \G10:-1 );
  Sum s11(\G10:-1 , A[11], B[11], S[11]);
  wire \P11:7 , \G11:7 ;
  PijGij \11:7 (P[11], \P10:7 , G[11], \G10:7 , \P11:7 , \G11:7 );
  wire \G11:-1 ;
  Gij \11:-1 (\P11:7 , \G11:7 , \G6:-1 , \G11:-1 );
  Sum s12(\G11:-1 , A[12], B[12], S[12]);
  wire \P12:11 , \G12:11 ;
  PijGij \12:11 (P[12], P[11], G[12], G[11], \P12:11 , \G12:11 );
  wire \P12:7 , \G12:7 ;
  PijGij \12:7 (\P12:11 , \P10:7 , \G12:11 , \G10:7 , \P12:7 , \G12:7 );
  wire \G12:-1 ;
  Gij \12:-1 (\P12:7 , \G12:7 , \G6:-1 , \G12:-1 );
  Sum s13(\G12:-1 , A[13], B[13], S[13]);
  wire \P13:11 , \G13:11 ;
  PijGij \13:11 (P[13], \P12:11 , G[13], \G12:11 , \P13:11 , \G13:11 );
  wire \P13:7 , \G13:7 ;
  PijGij \13:7 (\P13:11 , \P10:7 , \G13:11 , \G10:7 , \P13:7 , \G13:7 );
  wire \G13:-1 ;
  Gij \13:-1 (\P13:7 , \G13:7 , \G6:-1 , \G13:-1 );
  Sum s14(\G13:-1 , A[14], B[14], S[14]);
  wire \P14:13 , \G14:13 ;
  PijGij \14:13 (P[14], P[13], G[14], G[13], \P14:13 , \G14:13 );
  wire \P14:11 , \G14:11 ;
  PijGij \14:11 (\P14:13 , \P12:11 , \G14:13 , \G12:11 , \P14:11 , \G14:11 );
  wire \P14:7 , \G14:7 ;
  PijGij \14:7 (\P14:11 , \P10:7 , \G14:11 , \G10:7 , \P14:7 , \G14:7 );
  wire \G14:-1 ;
  Gij \14:-1 (\P14:7 , \G14:7 , \G6:-1 , \G14:-1 );
  Sum s15(\G14:-1 , A[15], B[15], S[15]);
  wire \G15:-1 ;
  Gij \15:-1 (P[15], G[15], \G14:-1 , \G15:-1 );
  Sum s16(\G15:-1 , A[16], B[16], S[16]);
  wire \P16:15 , \G16:15 ;
  PijGij \16:15 (P[16], P[15], G[16], G[15], \P16:15 , \G16:15 );
  wire \G16:-1 ;
  Gij \16:-1 (\P16:15 , \G16:15 , \G14:-1 , \G16:-1 );
  Sum s17(\G16:-1 , A[17], B[17], S[17]);
  wire \P17:15 , \G17:15 ;
  PijGij \17:15 (P[17], \P16:15 , G[17], \G16:15 , \P17:15 , \G17:15 );
  wire \G17:-1 ;
  Gij \17:-1 (\P17:15 , \G17:15 , \G14:-1 , \G17:-1 );
  Sum s18(\G17:-1 , A[18], B[18], S[18]);
  wire \P18:17 , \G18:17 ;
  PijGij \18:17 (P[18], P[17], G[18], G[17], \P18:17 , \G18:17 );
  wire \P18:15 , \G18:15 ;
  PijGij \18:15 (\P18:17 , \P16:15 , \G18:17 , \G16:15 , \P18:15 , \G18:15 );
  wire \G18:-1 ;
  Gij \18:-1 (\P18:15 , \G18:15 , \G14:-1 , \G18:-1 );
  Sum s19(\G18:-1 , A[19], B[19], S[19]);
  wire \P19:15 , \G19:15 ;
  PijGij \19:15 (P[19], \P18:15 , G[19], \G18:15 , \P19:15 , \G19:15 );
  wire \G19:-1 ;
  Gij \19:-1 (\P19:15 , \G19:15 , \G14:-1 , \G19:-1 );
  Sum s20(\G19:-1 , A[20], B[20], S[20]);
  wire \P20:19 , \G20:19 ;
  PijGij \20:19 (P[20], P[19], G[20], G[19], \P20:19 , \G20:19 );
  wire \P20:15 , \G20:15 ;
  PijGij \20:15 (\P20:19 , \P18:15 , \G20:19 , \G18:15 , \P20:15 , \G20:15 );
  wire \G20:-1 ;
  Gij \20:-1 (\P20:15 , \G20:15 , \G14:-1 , \G20:-1 );
  Sum s21(\G20:-1 , A[21], B[21], S[21]);
  wire \P21:19 , \G21:19 ;
  PijGij \21:19 (P[21], \P20:19 , G[21], \G20:19 , \P21:19 , \G21:19 );
  wire \P21:15 , \G21:15 ;
  PijGij \21:15 (\P21:19 , \P18:15 , \G21:19 , \G18:15 , \P21:15 , \G21:15 );
  wire \G21:-1 ;
  Gij \21:-1 (\P21:15 , \G21:15 , \G14:-1 , \G21:-1 );
  Sum s22(\G21:-1 , A[22], B[22], S[22]);
  wire \P22:21 , \G22:21 ;
  PijGij \22:21 (P[22], P[21], G[22], G[21], \P22:21 , \G22:21 );
  wire \P22:19 , \G22:19 ;
  PijGij \22:19 (\P22:21 , \P20:19 , \G22:21 , \G20:19 , \P22:19 , \G22:19 );
  wire \P22:15 , \G22:15 ;
  PijGij \22:15 (\P22:19 , \P18:15 , \G22:19 , \G18:15 , \P22:15 , \G22:15 );
  wire \G22:-1 ;
  Gij \22:-1 (\P22:15 , \G22:15 , \G14:-1 , \G22:-1 );
  Sum s23(\G22:-1 , A[23], B[23], S[23]);
  wire \P23:15 , \G23:15 ;
  PijGij \23:15 (P[23], \P22:15 , G[23], \G22:15 , \P23:15 , \G23:15 );
  wire \G23:-1 ;
  Gij \23:-1 (\P23:15 , \G23:15 , \G14:-1 , \G23:-1 );
  Sum s24(\G23:-1 , A[24], B[24], S[24]);
  wire \P24:23 , \G24:23 ;
  PijGij \24:23 (P[24], P[23], G[24], G[23], \P24:23 , \G24:23 );
  wire \P24:15 , \G24:15 ;
  PijGij \24:15 (\P24:23 , \P22:15 , \G24:23 , \G22:15 , \P24:15 , \G24:15 );
  wire \G24:-1 ;
  Gij \24:-1 (\P24:15 , \G24:15 , \G14:-1 , \G24:-1 );
  Sum s25(\G24:-1 , A[25], B[25], S[25]);
  assign Cout = (\G24:-1 & A[25]) | (\G24:-1 & B[25]) | (A[25] & B[25]);
endmodule
--- /design/flow/run.sh ---
#!/bin/bash
# OpenROAD 26Q1-2900-gdf79404cd8, Yosys 0.63+post, stock flow scripts
make -C /OpenROAD-flow-scripts/flow DESIGN_CONFIG=/design/flow/config.mk WORK_HOME=/design/flow/orfs finish
--- /design/flow/config.mk ---
export PLATFORM = sky130hd
export DESIGN_NAME = padder26
export DESIGN_NICKNAME = padder26
export VERILOG_FILES = /design/flow/design.v
export SDC_FILE = /design/flow/constraint.sdc
export NUM_CORES = 4
export LEC_CHECK = 1
export CORE_AREA = 10 10 91 91
export DIE_AREA = 0 0 101 101
--- /design/flow/constraint.sdc ---
current_design padder26

set clk_period 9.0
set clk_io_pct 0.2

create_clock -name clk0 -period $clk_period

set non_clock_inputs [all_inputs -no_clocks]
set_input_delay [expr $clk_period * $clk_io_pct] -clock clk0 $non_clock_inputs
set_output_delay [expr $clk_period * $clk_io_pct] -clock clk0 [all_outputs]
==> job_summary.md <==
## Synthesis and layout report

| Metric | Value |
|---|---|
| Share of final-layout standard cells stronger than drive strength 1 | 7.83% |
| Clk_buf instances | 0 |
| Required time reported for the critical path endpoint | a little over 7 ns |
| Switching power of the nets | 0.0519 mW |
| Total number of yosys warnings | 0 |
| Crit path capture type | output port |
| Count of inserted antenna diode cells | 0 |
| Overall die area | between 10000 and 15000 um^2 |
| Buffers on Ports | around 80 |
| Sum of internal, switching and leakage power | between 0.15 and 0.2 mW |
| Flop area | 0 um^2 |
| Count of sequential standard cells | 0 |
| Final period util | approximately four fifths |
| Total of hold buffers inserted after clock tree synthesis | 0 |
| Data arrival, critical path | about 5.4 ns |
| Number of antenna violations at the first check in global routing | 0 |
| Total half-perimeter wirelength after legalization and detailed placement | 3.42 mm |
| Count of cells resized by post-cts repair | 0 |
| Worst setup slack after placement | 1.72 ns |
| Adder and majority gate portion of the synthesized area | between 10% and 20% |
| Startpoint type of the worst setup path | input pin |
| Sum of routed wire length over all layers | 3.67 mm |
| Setup WS post-layout | about 1.8 ns |
| Avg Synthesized Cell Area | 7.51 um^2 |
| Met1 wire length | around 1.5 mm |
| DRC violations left | 0 |
| Via count | roughly 1300 |
| Synthesis-to-finish area growth | 52.0% |
| Total track usage | ~6.5% |
| Power density cells | around 74 nW/um^2 |
| RD Place Congestion | ~0.78 |
| Fraction of power consumed by combinational cells | 100.0% |
| Final Max Slew Viols | 0 |
| Distinct cell type count of the synthesized netlist | 36 |
| Top routing layer in use | met3 |
| Number of maximum-capacitance violations | 0 |
| Crit Path Max Fanout | 5 |
| Setup Crit Path Kind | input pin to output port |
| Chip Area, Yosys | roughly 1300 um^2 |
| Die Wd | slightly above 100 um |
| First-pass GRT wire length | roughly 5.6 mm |
| Met2 Routed Length | around 1.8 mm |
| Via/cell ratio | between 4 and 5 |
| Result of the run | completed |
| I/O pin count | roughly 80 |
| Tally of OpenROAD warnings | 32 |
| Total cells reported by yosys after synthesis | about 180 |
| Share of total power in sequential cells | 0% |
| Core area | between 6000 and 7000 um^2 |
| Row count | 29 |
| Setup repair after global routing missed its margin | false |
| Leakage power of the design | about 0.74 nW |
| Fin Setup TNS | 0 ns |
| Switching part of the total power | 34.3% |
| Area fraction in mux cells | 0% |
| Share of the core filled by cells before placement | a little over a fifth |
| Largest non-sequential cell family by area | XOR/XNOR gates |
| Maximum clock frequency | between 100 and 150 MHz |
| Floorplan die height | a little over 100 um |
| Non-Filler Instances | roughly 310 |
| Transition at the pin with the smallest max-transition slack | 0.467 ns |
| Worst max-slew margin expressed relative to the limit | roughly 70% |
| DR WL met3 | around 370 um |
| Cells after Synth | 178 |
| XOR Share, Synth | 25.6% |
| Finish-stage setup viols | 0 |
| Post-detailed-route count of antenna-violating nets | 0 |
| Core Util, Final | roughly a third |
| Worst min-delay path class | input pin to output port |
| Netlist area before placement | about 1300 um^2 |
| Via count of the first global-routing pass | ~1200 |
| Maximum vdd drop | around 0.000032 V |
| Compound Share, Synth | about a quarter |
| Share of synthesized area occupied by flip-flops and latches | 0% |
| Number of setup buffers added after CTS | 0 |
| Maximum number of pins on one net before global-route repair | 10 |
| Simple logic cell fraction of the synthesized area | between 10 and 15% |
| Number of placed instances, taps included | about 310 |
| Iteration count of the initial detailed-routing pass | 4 |
| Internal power | 0.0994 mW |
| Clock share of power | 0% |
| Initial DRC Count | 34 |
| Final hold vios | 0 |
| Detail-routed net length per standard cell | between 10 and 15 um |
| Post-layout minimum cycle time | approximately 7.2 ns |
| Overflow left after global routing | 0 |
## synth_stat cells, drive strengths merged
master	count	area share [%]
o31ai	1	0.94
nand4	1	0.47
xor2	5	3.3
a211oi	2	1.5
a22oi	3	1.7
and2	1	0.66
clkbuf	2	0.56
or3	1	0.47
o211ai	4	2.6
nor2	17	4.8
nor3	1	0.37
fa	6	9.0
a21oi	7	2.6
o2111a	1	0.84
xnor2	34	22
nand3	2	0.75
a31oi	3	2.5
o221ai	2	1.3
buf	26	15
a21o	2	1.2
o221a	1	0.84
o21ai	4	1.8
maj3	12	9.6
o41ai	1	2.1
inv	17	4.8
a2111oi	1	0.66
nand2	13	3.7
or2	2	0.94
o22ai	6	3.3
## power groups by stage
stage	Combinational, mW	Clock [mW]	Sequential [mW]
6_report	0.151	0	0
5_1_grt	0.168	0	0
4_1_cts	0.155	0	0
## critical path: stages
cell and delay [ns]:
sky130_fd_sc_hd__clkdlybuf4s50_1 0.43, sky130_fd_sc_hd__fa_1 0.47, sky130_fd_sc_hd__o21ai_0 0.27, sky130_fd_sc_hd__a211oi_2 0.13
sky130_fd_sc_hd__o31ai_2 0.42, sky130_fd_sc_hd__o41ai_4 0.16, sky130_fd_sc_hd__a31oi_4 0.22, sky130_fd_sc_hd__o22ai_2 0.14
sky130_fd_sc_hd__a21o_1 0.20, sky130_fd_sc_hd__o21ai_0 0.23, sky130_fd_sc_hd__fa_1 0.45, sky130_fd_sc_hd__inv_1 0.06
sky130_fd_sc_hd__clkdlybuf4s50_1 0.45
## final timing paths
| path | startpoint | endpoint | slack (ns) | cells past startpoint |
|---|---|---|---|---|
| setup / recovery | A[0] | S[25] | 1.79 | 13 |
| hold / removal | A[4] | S[4] | 4.63 | 3 |
## layer usage
layer	up-vias	GRT usage (%)
met4	0	0
met3	0	2.36
met5	-	0
met2	37	11.7
met1	537	7.75
li1	686	-
## cell families (layout without fill, tap and decap cells)
| group | after synthesis | in the layout |
|---|---|---|
| buffers and inverters | 45 | 97 |
| AND-OR/OR-AND | 38 | 38 |
| AND/OR/NAND/NOR | 38 | 38 |
| XOR/XNOR | 39 | 39 |
| adder cells (fa/ha/maj) | 18 | 18 |
## layout make-up
type	instances	area (um^2)
Multi-Input combinational cell	133	1070
Timing Repair Buffer	80	801
Fill cell	672	4320
Inverter	17	63.8
Tap cell	77	96.3
## cell usage in the layout, fill, tap and decap left out, drive strengths merged, types with 2 or more instances in the layout
master,instances
clkdlybuf4s50,80
xnor2,34
nor2,17
inv,17
nand2,13
maj3,12
a21oi,7
fa,6
o22ai,6
xor2,5
o21ai,4
o211ai,4
a22oi,3
a31oi,3
nand3,2
o221ai,2
or2,2
a211oi,2
a21o,2
## stage by stage
stage | hold slack (ns) | cell area, um^2
after floorplan | 3.76 | 1340
after detailed placement | 4.63 | 2030
final | 4.63 | 2030
after CTS | 4.63 | 2030
after global placement | 4.64 | 2030
after global routing | 4.67 | 2030
No activity file was given, so power comes from the tool's default toggle rates.
